$ cat flow/design.v
module block_shift #(
  parameter bit ROTATE    = 1'b0,   
  parameter bit TO_RIGHT  = 1'b0,   
  parameter ELMS = 8,
  parameter DATA = 8,
  parameter SHAMT = $clog2(ELMS+1)
)(
  input wire [ELMS-1:0][DATA-1:0]   in,
  input wire [SHAMT-1:0]            shamt,
  output wire [ELMS-1:0][DATA-1:0]  out
);
generate
  genvar gi, gj;
  for ( gi = 0; gi < DATA; gi = gi + 1 ) begin : LP_data
    wire [ELMS-1:0]    bitwise;
    wire [ELMS-1:0]    bitwise_sft;
    for ( gj = 0; gj < ELMS; gj = gj + 1 ) begin : LP_elm
      assign bitwise[gj] = in[gj][gi];
      assign out[gj][gi] = bitwise_sft[gj];
    end
    shifter #(
      .BIT_VEC  ( 1'b0 ),
      .ROTATE   ( ROTATE ),
      .TO_RIGHT ( TO_RIGHT ),
      .DATA     ( ELMS ),
      .SHAMT    ( SHAMT )
    ) shifter (
      .in       ( bitwise ),
      .shamt    ( shamt ),
      .out      ( bitwise_sft )
    );
  end
endgenerate
endmodule
module cnt_bits #(
  parameter IN  = 128,             
  parameter ACT = 1'b1,           
  parameter OUT = $clog2(IN) + 1   
)(
  input wire [IN-1:0]   in,
  output wire [OUT-1:0] out
);
localparam LOG2_IN = $clog2(IN);
localparam EIN     = 1 << LOG2_IN;     
localparam STAGE   = LOG2_IN;
localparam ELMS    = EIN - 1;
generate
  genvar gi, gj;
  if ( IN == 1 ) begin : nocnt
    assign out = ( in == ACT );
  end else begin : cnt
    wire [OUT-1:0]        res [ELMS-1:0];
    assign out = res[ELMS-1];
    for (gi = 0; gi < EIN / 2; gi = gi + 1) begin : ST1
      wire [1:0]    res_each;
      if (2*gi+1 < IN) begin : valid
        sub_cnt #(
          .IN   ( 1 )
        ) sub_cnt_st1 (
          .in1  ( (in[gi*2] == ACT) ),
          .in2  ( (in[gi*2+1] == ACT) ),
          .out  ( res_each )
        );
      end else if ( 2*gi < IN ) begin : half
        assign res_each = {1'b0, (in[gi*2] == ACT)};
      end else begin : zero
        assign res_each = 2'b00;
      end
      assign res[gi] = {{OUT-2{1'b0}}, res_each};
    end
    for ( gi = 2; gi <= STAGE; gi = gi + 1 ) begin : ST
      for ( gj = 0; gj < EIN >> gi; gj = gj + 1 ) begin : elm
        wire [gi:0]    res_each;
        sub_cnt #(
          .IN    ( gi )
        ) sub_cnt_stN (
          .in1  ( res[(gj*2)+(EIN-(EIN>>(gi-2)))][gi-1:0] ),
          .in2  ( res[(gj*2+1)+(EIN-(EIN>>(gi-2)))][gi-1:0] ),
          .out  ( res_each )
        );
        assign res[gj+(EIN-(EIN>>(gi-1)))]
          = {{OUT-(gi+1){1'b0}}, res_each};
      end
    end
  end
endgenerate
endmodule
module sub_cnt #(
  parameter IN  = 1, 
  parameter OUT = IN + 1
)(
  input wire [IN-1:0]    in1,
  input wire [IN-1:0]    in2,
  output wire [OUT-1:0]  out
);
assign out = in1 + in2;
endmodule
module shifter #(
  parameter bit BIT_VEC   = 1'b1,   
  parameter bit ROTATE    = 1'b0,  
  parameter bit TO_RIGHT  = 1'b0,  
  parameter DATA          = 8,
  parameter SHAMT         = 4,
  parameter ACT           = 1'b1
)(
  input wire [DATA-1:0]   in,
  input wire [SHAMT-1:0]  shamt,
  output wire [DATA-1:0]  out
);
localparam SNUM = BIT_VEC ? $clog2(SHAMT) + 1 : SHAMT;
wire [SNUM-1:0]   snum;
generate
  if ( BIT_VEC ) begin : bitvec
    cnt_bits #(
      .IN   ( SHAMT ),
      .ACT  ( ACT )
    ) cnt_shamt (
      .in   ( shamt ),
      .out  ( snum )
    );
  end else begin : idx
    assign snum = shamt;
  end
endgenerate
generate
  case ( {ROTATE, TO_RIGHT} )
    2'b00 : begin : sl
      assign out = in << snum;
    end
    2'b01 : begin : sr
      assign out = in >> snum;
    end
    2'b10 : begin : rl
      assign out = ( in << snum ) | ( in >> ( DATA - snum ) );
    end
    2'b11 : begin : rr
      assign out = ( in >> snum ) | ( in << ( DATA - snum ) );
    end
  endcase
endgenerate
endmodule
$ cat flow/constraint.sdc
current_design block_shift

set clk_period 4.6
set clk_io_pct 0.2

create_clock -name clk0 -period $clk_period

set non_clock_inputs [all_inputs -no_clocks]
set_input_delay [expr $clk_period * $clk_io_pct] -clock clk0 $non_clock_inputs
set_output_delay [expr $clk_period * $clk_io_pct] -clock clk0 [all_outputs]
$ cat flow/run.sh
#!/bin/bash
# OpenROAD 26Q1-2900-gdf79404cd8, Yosys 0.63+post, stock flow scripts
make -C /OpenROAD-flow-scripts/flow DESIGN_CONFIG=/design/flow/config.mk WORK_HOME=/design/flow/orfs finish
$ cat flow/config.mk
export PLATFORM = sky130hd
export DESIGN_NAME = block_shift
export DESIGN_NICKNAME = block_shift
export VERILOG_FILES = /design/flow/design.v
export SDC_FILE = /design/flow/constraint.sdc
export NUM_CORES = 4
export LEC_CHECK = 1
export CORE_AREA = 10 10 108 108
export DIE_AREA = 0 0 118 118
==> results.txt <==
Final WL: 9582 µm
Chip area: 13920 µm²
Post-DP HPWL: 7974 µm
Post-CTS Setup Inserts: 0
# Max-Cap Violations: 0
Power density cells: 92.15 nW/µm²
Synth-to-Final Area Change: 84.88%
Total power: 277.8 µW
Final-layout clock buffer total: 0
Synth cell types: 27
Sw Ratio: 40.90%
Critical-path top delay cell: clkdlybuf4s50_1
Final TNS setup: 0 ns
Family with the most delay on the worst path: buffers and inverters
Post-route ant nets: 0
Share of cells above drive strength 1: 7.599%
Grt total ovfl: 0
XORs/XNORs by Area: 0%
Comb area leader: multiplexers
Crit-path cells: clkdlybuf4s50_1, buf_4, nor2b_1, a2bb2oi_1, nor2_1, clkdlybuf4s50_1
CP Class: input port to output pin
Final Hold Viols: 0
Worst setup endpoint: out[21]
NetSw: 113.6 µW
Worst Setup SP: shamt[1]
YS warnings: 0
Seq/Total Area, Yosys: 0%
CP dominant cell by count: clkdlybuf4s50_1
Synth area leader: mux2i_1
Tool warning count: 32
Slew @ Worst Pin: 0.7971 ns
Yosys stat area: 1630 µm²
Crit path DRT: 3.68 ns
Die H: 118 µm
Count leader, synth: mux2i_1
Critical path peak fanout: 13
Mean Syn Cell Area: 7.690 µm²
GRT met2 Usage: 21.22%
Floorplan utilization: 17.56%
Initial DRC count: 231
Core ar.: 9284 µm²
Largest net degree at the start of global routing: 53
Ao+oa area frac: 33.77%
Busiest grt layer: met2
Finished Layout Cells: 458
Unrepaired setup endpoints after global routing: false
Simple-Gate Fraction of Synth Area: 20.34%
Worst path bufs/invs: 3
Power Internal: 164.2 µW
Pleak: 0.001164 µW
List of most frequent post-synthesis cells: mux2i_1, nor2_1, o221ai_1
RD Place Congestion: 0.8707
Top cells by area: mux2i_1, o221ai_1, a2bb2oi_1
Setup crit end kind: output pin
Flop pwr share: 0%
Setup-failing EPs final: 0
Drc violations: 0
Power share of the combinational group: 100.0%
Inst Count DP: 458
Critical path depth: 6
Flop area: 0 µm²
Final Critical Period: 4.164 ns
# hold bufs at CTS: 0
Tcrit/Tclk final: 90.53%
Pins Over Slew Limit: 0
Met3 Usage GRT: 4.181%
Fmax: 0.2401 GHz
Synthesized netlist cell count: 212
Initial antenna violation count: 0
DR vias/cell: 4.847
Flops: 0
GRT Util Overall: 12.75%
WL/cell: 20.92 µm
Pre-CTS setup slack: 0.4522 ns
Worst vdd ir: 34.86 µV
Hold Path Class: input port to output pin
First-pass GRT wire length: 14110 µm
Slew HR: 46.86%
Critical path arrival: 3.24 ns
Chip width: 118 µm
Via count: 2220
Critical Path Source Type: input port
Run status: complete, no violations
Clock network power share: 0%
Port Buffers: 132
Adder share: 0%
Number of global-route vias before repair: 2248
Rows: 35
Worst Setup Slack, final: 0.4357 ns
Multiplexer share: 35.00%
CTS resizes: 0
Met1 usage: 16.35%
Boundary pin count: 132
Drt first pass iters: 5
Cell Area, Synth: 1630 µm²
Max stage delay on crit path: 0.70 ns
Yosys Instances: 212
Post-synth top area share: 29.47%
# diodes: 0
-- cells by family (layout without fill, tap and decap cells) --
logic type             Yosys count  after routing
AND/OR/NAND/NOR                 67             67
buffers and inverters           25            142
AND-OR/OR-AND                   64             64
multiplexers                    56             56
-- routing by layer --
layer | vias to the layer above | share of wire [%]
li1 | 1087 | -
met1 | 1030 | 42
met2 | 99 | 48
met3 | 4 | 9.3
met4 | 0 | 0.56
met5 | - | 0
-- final cells by class --
type / instances / area, µm²
multi-input combinational: 187 / 1459
fill: 986 / 6270
timing repair buffer: 142 / 1394
tap: 129 / 161.4
-- tightest hold or removal path: stages --
cell             delay, ns
clkdlybuf4s50_1       0.48
and2_1                0.17
clkdlybuf4s50_1       0.42
-- power groups by stage --
stage	registers, µW	logic [µW]	clock network [µW]
after global routing	0	300	0
after CTS	0	280	0
final	0	278	0
-- per-stage QoR --
stage | utilization, % | cell area, µm² | hold slack [ns]
floorplan | - | 1630 | 1.903
global placement | 32.47 | 3014 | 2.904
detailed placement | 32.47 | 3014 | 2.894
CTS | 32.47 | 3014 | 2.901
global route | 32.47 | 3014 | 2.924
finish | 32.47 | 3014 | 2.909
-- worst min path at each step --
stage / depth (start not counted) / slack (ns) / end / from
finish: 3 / 2.91 / out[5] / in[5]
CTS: 3 / 2.90 / out[3] / in[3]
global route: 3 / 2.92 / out[3] / in[3]
-- cells in the final DEF (no fill, tap or decap), drive strengths merged --
cell type	synthesis	final
nor4b	1	1
a2bb2oi	17	17
mux2i	48	48
nand2b	1	1
and2	8	8
nand3b	1	1
nand2	9	9
or3	1	1
buf	21	11
nor2b	1	1
or3b	1	1
a211oi	8	8
mux2	8	8
clkdlybuf4s50	0	131
nor2	33	33
o221ai	25	25
nor4bb	1	1
nand3	8	8
o32ai	7	7
or2	1	1
a211o	7	7
nor3b	1	1
Power is estimated from default activity; no workload was simulated.
