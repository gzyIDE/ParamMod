## flow/design.v

```verilog
module cnt_bits #(
  parameter IN  = 128,             
  parameter ACT = 1'b1,           
  parameter OUT = $clog2(IN) + 1   
)(
  input wire [IN-1:0]   in,
  output wire [OUT-1:0] out
);
localparam LOG2_IN = $clog2(IN);
localparam EIN     = 1 << LOG2_IN;     
localparam STAGE   = LOG2_IN;
localparam ELMS    = EIN - 1;
generate
  genvar gi, gj;
  if ( IN == 1 ) begin : nocnt
    assign out = ( in == ACT );
  end else begin : cnt
    wire [OUT-1:0]        res [ELMS-1:0];
    assign out = res[ELMS-1];
    for (gi = 0; gi < EIN / 2; gi = gi + 1) begin : ST1
      wire [1:0]    res_each;
      if (2*gi+1 < IN) begin : valid
        sub_cnt #(
          .IN   ( 1 )
        ) sub_cnt_st1 (
          .in1  ( (in[gi*2] == ACT) ),
          .in2  ( (in[gi*2+1] == ACT) ),
          .out  ( res_each )
        );
      end else if ( 2*gi < IN ) begin : half
        assign res_each = {1'b0, (in[gi*2] == ACT)};
      end else begin : zero
        assign res_each = 2'b00;
      end
      assign res[gi] = {{OUT-2{1'b0}}, res_each};
    end
    for ( gi = 2; gi <= STAGE; gi = gi + 1 ) begin : ST
      for ( gj = 0; gj < EIN >> gi; gj = gj + 1 ) begin : elm
        wire [gi:0]    res_each;
        sub_cnt #(
          .IN    ( gi )
        ) sub_cnt_stN (
          .in1  ( res[(gj*2)+(EIN-(EIN>>(gi-2)))][gi-1:0] ),
          .in2  ( res[(gj*2+1)+(EIN-(EIN>>(gi-2)))][gi-1:0] ),
          .out  ( res_each )
        );
        assign res[gj+(EIN-(EIN>>(gi-1)))]
          = {{OUT-(gi+1){1'b0}}, res_each};
      end
    end
  end
endgenerate
endmodule
module sub_cnt #(
  parameter IN  = 1, 
  parameter OUT = IN + 1
)(
  input wire [IN-1:0]    in1,
  input wire [IN-1:0]    in2,
  output wire [OUT-1:0]  out
);
assign out = in1 + in2;
endmodule
module scatter #(
  parameter DATA = 32,         
  parameter IN = 8,            
  parameter ACT = 1'b1,       
  parameter OUT = IN,          
  parameter OFFSET = 1'b1,  
  parameter OFS = $clog2(IN)
)(
  input wire [IN-1:0][DATA-1:0]   in,
  input wire [OUT-1:0]            sel,
  input wire [OFS-1:0]            offset,
  output wire [OUT-1:0]           valid,
  output wire [OUT-1:0][DATA-1:0] out
);
  localparam ENABLE   = ACT ? 1'b1  : 1'b0;
  localparam DISABLE  = ACT ? 1'b0 : 1'b1;
  localparam IN_NUM   = $clog2(IN);
  localparam OUT_NUM  = $clog2(OUT);
  localparam NUM      = ( IN_NUM < OUT_NUM ) ? OUT_NUM + 1 : IN_NUM + 1;
  wire [OUT-1:0][NUM-1:0]      order;
  initial begin
    if ( OUT < IN ) begin
      $info("Info: Parameter OUT should not be smaller than IN");
    end
  end
  generate
    genvar gi;
    if ( OFFSET ) begin : IF_OFS
      assign order[0] = offset;
    end else begin : ELSE_OFS
      assign order[0] = 0;
    end
    for ( gi = 1; gi < OUT; gi = gi + 1 ) begin : LP_order
      wire [$clog2(gi):0]    order_each;
      if ( OFFSET ) begin : IF_OFS
        assign order[gi] =
          {{NUM-$clog2(gi){1'b0}}, order_each} + offset;
      end else begin : ELSE_OFS
        assign order[gi] = {{NUM-$clog2(gi){1'b0}}, order_each};
      end
      cnt_bits #(
        .IN   ( gi ),
        .ACT  ( ACT )
      ) cnt_bits (
        .in   ( sel[gi-1:0] ),
        .out  ( order_each )
      );
    end
  endgenerate
  generate
    genvar gj;
    for ( gj = 0; gj < OUT; gj = gj + 1 ) begin : LP_sel
      wire        match;
      wire [DATA-1:0]    sel_res;
      assign match = ( order[gj] < IN ) && ( sel[gj] == ENABLE );
      assign valid[gj] = match ? ENABLE : DISABLE;
      assign out[gj] = match ? sel_res : 0;
      selector #(
        .MODE     ( 1'b0 ),  
        .DATA     ( DATA ),
        .IN       ( IN ),
        .ACT      ( ACT )
      ) out_sel (
        .in       ( in ),
        .sel      ( order[gj][IN_NUM-1:0] ),
        .valid    (),
        .pos      (),
        .out      ( sel_res )
      );
    end
  endgenerate
endmodule
module selector #(
  parameter bit MODE      = 1'b0,      
  parameter int DATA      = 5,         
  parameter int IN        = 32,        
  parameter bit ACT       = 1'b0,      
  parameter bit MSB       = 1'b0,  
  parameter int LOG2_IN   = $clog2(IN),
  parameter int POS       = IN,
  parameter int SEL_WIDTH = MODE ? IN : LOG2_IN  
) (
  input wire [IN-1:0][DATA-1:0] in,
  input wire [SEL_WIDTH-1:0]    sel,
  output wire                   valid,
  output wire [POS-1:0]         pos,
  output wire [DATA-1:0]        out
);
  localparam bit ENABLE  = ACT ? 1'b1 : 1'b0;
  localparam bit DISABLE = ACT ? 1'b0 : 1'b1;
  localparam EIN         = 1 << LOG2_IN;     
  localparam STAGE       = LOG2_IN;
  localparam ELMS        = EIN - 1;
  wire [ELMS-1:0][DATA-1:0]  res;
  wire [ELMS-1:0]            sel_res;
  if ( IN == 1 ) begin : IF_thr
    if ( MODE ) begin : bitvec
      assign out = ( sel[0] == ENABLE ) ? in[0] : {DATA{1'b0}};
    end else begin : idx
      assign out = ENABLE;
    end
    assign valid = sel[0];
  end else begin : IF_sel
    assign out   = res[ELMS-1];
    assign valid = sel_res[ELMS-1];
  end
  generate
    genvar gk;
    if ( MODE ) begin : IF_BIT
      if ( MSB ) begin : IF_MSB
        assign pos[IN-1] = sel[IN-1];
        for ( gk = IN-2; gk >= 0; gk = gk - 1 ) begin : LP_pos
          assign pos[gk] = ACT ? !( |pos[IN-1:gk+1] ) && sel[gk]
                         :       !( &pos[IN-1:gk+1] ) || sel[gk];
        end
      end else begin : IF_LSB
        assign pos[0] = sel[0];
        for ( gk = 1; gk < IN; gk = gk + 1 ) begin : LP_pos
          assign pos[gk] = ACT ? !( |pos[gk-1:0] ) && sel[gk]
                         :       !( &pos[gk-1:0] ) || sel[gk];
        end
      end
    end else begin : IF_IDX
      for ( gk = 0; gk < POS; gk = gk + 1 ) begin
        assign pos[gk] = ( gk == sel ) ? ENABLE: DISABLE;
      end
    end
  endgenerate
  generate
    genvar gi, gj;
    for ( gi = 0; gi < EIN / 2; gi = gi + 1 ) begin : ST1
      if ( 2*gi+1 < IN ) begin : elm
        wire                sel1;
        wire                sel2;
        if ( ACT ) begin : IF_acth
          assign sel_res[gi] = sel1 || sel2;
          if ( MODE ) begin : bitvec
            assign sel1 = ( sel[gi*2] == ENABLE );
            assign sel2 = ( sel[gi*2+1] == ENABLE );
          end else begin : idx
            assign sel1 = ( sel == ( gi * 2 ) );
            assign sel2 = ( sel == ( gi * 2 + 1 ) );
          end
        end else begin : IF_actl
          assign sel_res[gi] = sel1 && sel2;
          if ( MODE ) begin : bitvec
            assign sel1 = !( sel[gi*2] == ENABLE );
            assign sel2 = !( sel[gi*2+1] == ENABLE );
          end else begin : idx
            assign sel1 = !( sel == ( gi * 2 ) );
            assign sel2 = !( sel == ( gi * 2 + 1 ) );
          end
        end
        sub_sel #(
          .DATA ( DATA ),
          .MSB  ( MSB ),
          .ACT  ( ACT )
        ) sub_sel_st1 (
          .in1  ( in[gi*2] ),
          .in2  ( in[gi*2+1] ),
          .sel1 ( sel1 ),
          .sel2 ( sel2 ),
          .out  ( res[gi] )
        );
      end else if ( 2 * gi < IN ) begin : elmh
        assign res[gi] = in[gi*2];
        if ( ACT ) begin : IF_acth
          assign sel_res[gi] = MODE ? (sel[gi*2] == ENABLE)
                             :        (sel == (gi*2));
        end else begin : IF_actl
          assign sel_res[gi] = MODE ? !(sel[gi*2] == ENABLE)
                             :        !(sel == (gi*2));
        end
      end else begin : zero
        assign res[gi]     = {DATA{1'b0}};
        assign sel_res[gi] = DISABLE;
      end
    end
    for ( gi = 2; gi <= STAGE; gi = gi + 1 ) begin : ST
      for ( gj = 0; gj < EIN >> gi; gj = gj + 1 ) begin : elm
        wire    sel1; 
        wire    sel2; 
        assign sel1 = sel_res[(gj*2)+(EIN-(EIN>>(gi-2)))];
        assign sel2 = sel_res[(gj*2+1)+(EIN-(EIN>>(gi-2)))];
        if ( ACT ) begin : IF_acth
          assign sel_res[gj+(EIN-(EIN>>(gi-1)))] = sel1 || sel2;
        end else begin : IF_actl
          assign sel_res[gj+(EIN-(EIN>>(gi-1)))] = sel1 && sel2;
        end
        sub_sel #(
          .DATA ( DATA ),
          .MSB  ( MSB ),
          .ACT  ( ACT )
        ) sub_sel_stN (
          .in1  ( res[(gj*2)+(EIN-(EIN>>(gi-2)))] ),
          .in2  ( res[(gj*2+1)+(EIN-(EIN>>(gi-2)))] ),
          .sel1 ( sel1 ),
          .sel2 ( sel2 ),
          .out  ( res[gj+(EIN-(EIN>>(gi-1)))] )
        );
      end
    end
  endgenerate
endmodule
module sub_sel #(
  parameter int DATA = 8,
  parameter bit MSB = 1'b0,
  parameter bit ACT = 1'b1
)(
  input  wire [DATA-1:0]   in1,
  input  wire [DATA-1:0]   in2,
  input  wire              sel1,
  input  wire              sel2,
  output wire [DATA-1:0]   out
);
  wire [1:0] sel = {sel2, sel1};
  generate
    case ( {MSB, ACT} )
      {1'b0, 1'b0} : begin : CASE_ll
        assign out = (sel == 2'b00) || (sel == 2'b10) ? in1
                   : (sel == 2'b01)                   ? in2
                   :                                    {DATA{1'b0}};
      end
      {1'b1, 1'b0} : begin : CASE_ml
        assign out = (sel == 2'b00) || (sel == 2'b01) ? in2
                   : (sel == 2'b10)                   ? in1
                   :                                    {DATA{1'b0}};
      end
      {1'b0, 1'b1} : begin : CASE_lh
        assign out = (sel == 2'b11) || (sel == 2'b01) ? in1
                   : (sel == 2'b10)                   ? in2
                   :                                    {DATA{1'b0}};
      end
      {1'b1, 1'b1} : begin : CASE_mh
        assign out = (sel == 2'b11) || (sel == 2'b10) ? in2
                   : (sel == 2'b01)                   ? in1
                   :                                    {DATA{1'b0}};
      end
    endcase
  endgenerate
endmodule
```

## flow/run.sh

```bash
#!/bin/bash
# OpenROAD 26Q1-2900-gdf79404cd8, Yosys 0.63+post, stock flow scripts
make -C /OpenROAD-flow-scripts/flow DESIGN_CONFIG=/design/flow/config.mk WORK_HOME=/design/flow/orfs finish
```

## flow/config.mk

```make
export PLATFORM = sky130hd
export DESIGN_NAME = scatter
export DESIGN_NICKNAME = scatter
export VERILOG_FILES = /design/flow/design.v
export SDC_FILE = /design/flow/constraint.sdc
export NUM_CORES = 4
export LEC_CHECK = 1
export CORE_UTILIZATION = 30
```

## flow/constraint.sdc

```tcl
current_design scatter

set clk_period 29.4
set clk_io_pct 0.2

create_clock -name clk0 -period $clk_period

set non_clock_inputs [all_inputs -no_clocks]
set_input_delay [expr $clk_period * $clk_io_pct] -clock clk0 $non_clock_inputs
set_output_delay [expr $clk_period * $clk_io_pct] -clock clk0 [all_outputs]
```

==> impl_metrics.ini <==
; yosys + openroad results
[global_routing]
grt_max_degree = 50
overflow = 0
grt.total_usage_pct = 33.2
grt_pass1_wl_mm = 131
grt_pass1_vias = 18900
grt_antenna_before_repair = 5

[pwr]
p_per_area_nw_per_um2 = 49.9
p_total_mw = 1.14
ir_drop_uv = 33.9
cellLeakagePower_nw = 7.73

[synthesis]
ys_cells = 1554
avgSynthCellArea_sq_um = 10.8
xor_area_share_pct = 0.967
ys_sh_adder_pct = 2.47
ys_sh_aoi_pct = 10.6
ys_top_cells_by_count = mux4_2 (448), nand2_1 (304), a21oi_1 (158)
ys_warn_count = 7
ys_seq_share_pct = 0
synth_chip_area_sq_um = 16800
syn_inst = 1554
logic_family = multiplexers
synth_area_sq_um = 16800
top_cell_area_share_pct = 60.0
top_cell = mux4_2
yosys.area_share.simple_pct = 10.4
mux_area_share_pct = 69.2
yosysTopAreaCell = mux4_2
area_leaders = mux4_2 (60%), nand2_1 (6.8%), mux2i_1 (6.0%), a21oi_1 (4.7%), buf_2 (2.8%)
synth_cell_types = 52

[sta]
worstMarginPinSlew_ps = 1000
relSlewSlack_pct = 32.7
tns_ps = 0
hold_viol_final = 0
period_needed_ps = 17330
period_used_pct = 59.0
setup_viol = 0
drv_slew = 0
rsz0062_at_grt = no
fmax_mhz = 57.7
holdWs_ps = 12630

[flow_run]
cap_violations = 0
warning_count = 32

[clock_tree]
postCtsHoldBufs = 0
postCtsSetupRepairBufs = 0
cts_resized = 0

[drt]
wirelength_mm = 91.4
route.detailed.drc = 0
first_pass_iters = 5
antenna_left = 0
vias = 18400
drt_iter0_markers = 1543
vias_per_cell = 6.82
avgRoutedWirePerCell_um = 33.9

[finish]
nClkBuffers = 0
drive_gt1_share_pct = 29.9
final_area_sq_um = 22900
area_growth_pct = 36.0
flop-count = 0
flop_area_sq_um = 0

[floorplan]
fp.dieW_um = 239
floorplan.core_util_pct = 30.5
die_y_um = 239
chip_area_sq_um = 57000
pin_count = 531
fp.coreArea_sq_um = 55200
row_count = 86

[min_path]
hp-class = in2out

[worst_setup_path]
crit_fanout = 25
cp.required_ps = 23520
worstSetupStartpointType = input port
crit_path_end_kind = output pin
crit_type = in2out
cp_data_arrival_time_ps = 11450

[placement]
placed_area_sq_um = 22900
dp_hpwl_mm = 64.2
globalplace.congestion = 0.905
numPortBuffers = 531

[run_status]
outcome = complete, no violations
==> metrics by stage <==
step	setup slack, ps	utilization [%]	instances
6_report	12070	41.4	2696
5_1_grt	11860	41.4	2696
4_1_cts	12060	41.4	2691
3_5_place_dp	12070	41.4	2691
3_3_place_gp	12080	41.4	2691
2_1_floorplan	14330	-	1554
==> routing by layer <==
| metal | track usage (%) | vias to the layer above | wire (um) |
|---|---|---|---|
| li1 | - | 7251 | - |
| met1 | 39.9 | 9202 | 30700 |
| met2 | 51.8 | 1668 | 43700 |
| met3 | 17.4 | 247 | 13200 |
| met4 | 10.6 | 6 | 3570 |
| met5 | 2.77 | - | 184 |
==> power by group <==
group | leakage, nW | internal, mW | switching [mW]
combinational | 7.73 | 0.606 | 0.536
clock | 0.0000317 | 0.0000000228 | 0
sequential | 0 | 0 | 0
==> critical path, cell delays in order <==
cell and delay (ps):
clkdlybuf4s50_1 460, buf_4 320, ha_1 260, inv_1 90, fa_1 370, inv_1 70
ha_1 290, inv_1 100, fa_1 460, inv_1 140, ha_4 130, inv_1 50
fa_4 1160, buf_4 480, mux4_2 560, nand2_1 80, a21oi_1 70, clkdlybuf4s50_1 430
==> final timing paths <==
kind	startpoint	endpoint	slack [ps]	cells past startpoint
setup / recovery	sel[0]	out[211]	12070	18
hold / removal	offset[1]	out[14]	12630	4
==> cell type report <==
type,instances,area (sq um)
Timing Repair Buffer,590,5750
Inverter,29,109
Antenna cell,5,12.5
Multi-Input combinational cell,1324,16100
Tap cell,748,936
Fill cell,5139,32300
==> cells in the final DEF (no fill, tap or decap), drive strengths merged, types with 6 or more instances in the layout <==
cell type | netlist | final
o21ai | 10 | 10
clkdlybuf4s50 | 0 | 527
a211oi | 9 | 9
nor2b | 13 | 13
a22o | 18 | 18
nor3b | 33 | 33
fa | 12 | 12
inv | 28 | 29
a21oi | 158 | 158
ha | 14 | 14
mux2i | 100 | 100
o311ai | 6 | 6
o22ai | 30 | 30
o221ai | 13 | 13
a221oi | 18 | 18
nor2 | 45 | 45
mux4 | 455 | 455
xnor2 | 6 | 6
nand2 | 305 | 305
xor2 | 7 | 7
mux2 | 32 | 32
buf | 122 | 63
==> kinds of logic (layout without fill, tap and decap cells) <==
family                     count (synthesis)  in the layout
muxes                                    587            587
and+or+nand+nor                          413            413
AOI/OAI and AO/OA                        285            285
buffers and inverters                    230            619
adders and majority gates                 26             26
xor gates and xnor gates                  13             13
other                                      0              5
Power and IR drop assume default switching activity.
